$ cat /design/flow/run.sh
#!/bin/bash
# OpenROAD 26Q1-2900-gdf79404cd8, Yosys 0.63+post, stock flow scripts
make -C /OpenROAD-flow-scripts/flow DESIGN_CONFIG=/design/flow/config.mk WORK_HOME=/design/flow/orfs finish
$ cat /design/flow/design.v
`timescale 1ns / 1ps
module M65C02_AddrGen(
    input   Rst,                     
    input   Clk,                     
    input   [15:0] Vector,           
    input   [3:0] NA_Op,             
    input   [1:0] PC_Op,             
    input   [1:0] Stk_Op,            
    input   ZP,                      
    input   CC,                      
    input   BRV3,                    
    input   Int,                     
    input   Rdy,                     
    input   [7:0] DI,                
    input   [7:0] OP1,               
    input   [7:0] OP2,               
    input   [7:0] StkPtr,            
    input   [7:0] X,                 
    input   [7:0] Y,                 
    output  reg [15:0] AO,           
    output  reg [15:0] AL,           
    output  reg [15:0] AR,           
    output  reg [15:0] NA,           
    output  reg [15:0] MAR,          
    output  reg [15:0] PC,           
    output  reg [15:0] dPC           
);
localparam  pNA_Inc  = 4'h1;     
localparam  pNA_MAR  = 4'h2;     
localparam  pNA_Nxt  = 4'h3;     
localparam  pNA_Stk  = 4'h4;     
localparam  pNA_DPN  = 4'h5;     
localparam  pNA_DPX  = 4'h6;     
localparam  pNA_DPY  = 4'h7;     
localparam  pNA_LDA  = 4'h8;     
localparam  pNA_LDAX = 4'hE;     
localparam  pNA_LDAY = 4'hF;     
reg     [ 6:0] Op_Sel;           
wire    CE_MAR;                  
reg     [ 4:0] PC_Sel;           
wire    [15:0] Rel;              
reg     [15:0] PCL, PCR;         
wire    CE_PC;                   
always @(*)                  
begin                        
    case(NA_Op)              
        4'b0000 : Op_Sel <= 7'b1000_00_0;    
        4'b0001 : Op_Sel <= 7'b1000_00_1;    
        4'b0010 : Op_Sel <= 7'b0100_00_0;    
        4'b0011 : Op_Sel <= 7'b0100_00_1;    
        4'b0100 : Op_Sel <= 7'b0010_00_0;    
        4'b0101 : Op_Sel <= 7'b0001_00_0;    
        4'b0110 : Op_Sel <= 7'b0001_10_0;    
        4'b0111 : Op_Sel <= 7'b0001_01_0;    
        4'b1000 : Op_Sel <= 7'b0001_00_0;    
        4'b1001 : Op_Sel <= 7'b0001_00_0;    
        4'b1010 : Op_Sel <= 7'b0001_00_0;    
        4'b1011 : Op_Sel <= 7'b0001_00_0;    
        4'b1100 : Op_Sel <= 7'b0001_00_0;    
        4'b1101 : Op_Sel <= 7'b0001_00_0;    
        4'b1110 : Op_Sel <= 7'b0001_10_0;    
        4'b1111 : Op_Sel <= 7'b0001_01_0;    
    endcase
end
always @(*) AL <= (  ((Op_Sel[ 6]) ? PC              : 0)
                   | ((Op_Sel[ 5]) ? MAR             : 0)
                   | ((Op_Sel[ 4]) ? {8'h01, StkPtr} : 0)
                   | ((Op_Sel[ 3]) ? {OP2  , OP1   } : 0));
always @(*) AR <= (  ((Op_Sel[ 2]) ? {8'h00, X}      : 0)
                   | ((Op_Sel[ 1]) ? {8'h00, Y}      : 0));
always @(*) NA <= (AL + AR + Op_Sel[0]);
always @(*) AO <= NA & ((ZP) ? 16'h00FF : 16'hFFFF);
assign CE_MAR = (|NA_Op) & Rdy;
always @(posedge Clk)
begin
    if(Rst)
        MAR <= #1 Vector;
    else if(CE_MAR)
        MAR <= #1 AO;
end
assign CE_PC = ((BRV3) ? ((|PC_Op) & ~Int) : (|PC_Op)) & Rdy;
assign Rel = ((CC) ? {{8{DI[7]}}, DI} : 0);
always @(*)                  
begin                        
    case({PC_Op, Stk_Op})    
        4'b0000 : PC_Sel <= 5'b100_0_0;  
        4'b0001 : PC_Sel <= 5'b100_0_0;  
        4'b0010 : PC_Sel <= 5'b100_0_0;  
        4'b0011 : PC_Sel <= 5'b100_0_0;  
        4'b0100 : PC_Sel <= 5'b100_0_1;  
        4'b0101 : PC_Sel <= 5'b100_0_1;  
        4'b0110 : PC_Sel <= 5'b100_0_1;  
        4'b0111 : PC_Sel <= 5'b100_0_1;  
        4'b1000 : PC_Sel <= 5'b010_0_0;  
        4'b1001 : PC_Sel <= 5'b010_0_0;  
        4'b1010 : PC_Sel <= 5'b001_0_0;  
        4'b1011 : PC_Sel <= 5'b010_0_1;  
        4'b1100 : PC_Sel <= 5'b100_1_1;  
        4'b1101 : PC_Sel <= 5'b100_1_1;  
        4'b1110 : PC_Sel <= 5'b100_1_1;  
        4'b1111 : PC_Sel <= 5'b100_1_1;  
    endcase
end
always @(*) PCL <= (  ((PC_Sel[4]) ? PC         : 0)
                    | ((PC_Sel[3]) ? { DI, OP1} : 0)
                    | ((PC_Sel[2]) ? {OP2, OP1} : 0));
always @(*) PCR <=    ((PC_Sel[1]) ? Rel        : 0);
always @(posedge Clk)
begin
    if(Rst)
        PC <= #1 Vector;
    else if(CE_PC)
        PC <= #1 (PCL + PCR + PC_Sel[0]);
end
always @(posedge Clk)
begin
    if(Rst)
        dPC <= #1 Vector;
    else if(CE_PC)
        dPC <= #1 PC;
end
endmodule
$ cat /design/flow/config.mk
export PLATFORM = sky130hd
export DESIGN_NAME = M65C02_AddrGen
export DESIGN_NICKNAME = M65C02_AddrGen
export VERILOG_FILES = /design/flow/design.v
export SDC_FILE = /design/flow/constraint.sdc
export NUM_CORES = 4
export LEC_CHECK = 1
export CORE_UTILIZATION = 50
$ cat /design/flow/constraint.sdc
current_design M65C02_AddrGen

set clk_period 10.3
set clk_io_pct 0.2

create_clock -name clk0 -period $clk_period [get_ports {Clk}]

set non_clock_inputs [all_inputs -no_clocks]
set_input_delay [expr $clk_period * $clk_io_pct] -clock clk0 $non_clock_inputs
set_output_delay [expr $clk_period * $clk_io_pct] -clock clk0 [all_outputs]
==> results.json <==
{
  "ctsResizeCount": 0,
  "cts_tree": "yes",
  "warning_count": 26,
  "h-tree-depth": 2,
  "layout.area.comb_sq_um": 2560,
  "flop_cell": "edfxtp_1",
  "critPathArrivalTime_ns": 6.73,
  "layout_top_cell": "clkdlybuf4s50_1",
  "cts_max_path_buffers": 2,
  "drv_cap": 0,
  "edf_count": 48,
  "cts_root_buf": "clkbuf_8",
  "tightest_slew_ns": 1.01,
  "end_kind": "output port",
  "cts_buffers": 5,
  "drtIter0Drc": 257,
  "initial_core_util_pct": 52.3,
  "io_buffers": 182,
  "setup_viol": 0,
  "worstPathMaxFanout": 12,
  "hold_buffers": 0,
  "gr-total-overflow": 0,
  "wl_um": 15000,
  "synth_warnings": 1,
  "finalClockPeriodUsage_pct": 85.3,
  "slew_violations": 0,
  "crit_type": "in -> out",
  "num_rows": 33,
  "die_area_sq_um": 9060,
  "hold_path_class": "reg -> reg",
  "power_per_cell_area_nw_per_um2": 115,
  "vias": 4535,
  "routedWlPerCell_um": 19.3,
  "hold_viol": 0,
  "syn_avg_cell_area_sq_um": 8.51,
  "post-route-min-period_ns": 8.79,
  "drive_above_1_share_pct": 3.71,
  "cellLeakagePower_nw": 2.66,
  "remaining_drc_errors": 0,
  "synth.distinct_cells": 60,
  "max-slew-margin-rel_pct": 31.5,
  "outcome": "finished clean",
  "met2_usage_pct": 55.6,
  "pin_count": 191,
  "fillers": 561,
  "cts.clk_slew.worst_paths_ns": 0.10,
  "grtUsageMet3_pct": 10.9,
  "hpwl_um": 12300,
  "syn_area_sq_um": 4340,
  "grt_most_used_layer": "met2",
  "start_kind": "input pin",
  "grt.met1_usage_pct": 51.5,
  "lay_top_cells": "clkdlybuf4s50_1, nand2_1, o21ai_0",
  "cts_setup_buffers": 0,
  "antenna_left": 0,
  "antenna_found_initial": 0,
  "final_design_area_no_fill_sq_um": 6280,
  "place.gp.congestion": 0.973,
  "hold-worst-slack_ns": 0.702,
  "grt_pass1_wl_um": 22700,
  "die_h_um": 95.2,
  "core_sq_um": 8300,
  "antenna-diode-count": 0,
  "synthArstFlopShare_pct": 0,
  "die_w_um": 95.2,
  "ys_ff": 48,
  "synth_stat.cells": 510,
  "syn_to_final_growth_pct": 44.7,
  "rsz0062_at_grt": "false",
  "grt_util_all_layers_pct": 35.2,
  "fin_setup_tns_ns": 0,
  "fin_skew_ns": 0.0205,
  "max_freq_mhz": 114,
  "cts_num_sinks": 48,
  "firstDrtPassIters": 5,
  "grt_max_degree": 53,
  "post_drt_via_cell_ratio": 5.83,
  "clk_latency_ns": 0.31,
  "synthCells": 510,
  "yosysSeqAreaShare_pct": 33.2,
  "seq_area_sq_um": 1440,
  "synth_chip_area_sq_um": 4340,
  "place_area_sq_um": 6140,
  "grt_pass1_vias": 4340,
  "ir_drop_mv": 0.0841,
  "cp.required_ns": 8.24
}
[layer usage]
layer | part of all wire, % | wire, um | vias up
li1 | - | - | 2153
met3 | 11 | 1580 | 19
met1 | 42 | 6270 | 2132
met2 | 46 | 6960 | 231
met4 | 1.1 | 169 | 0
met5 | 0 | 0 | -
[final cells by class]
type	count	share of cell area, %
clock inverter	3	1.10
tap	105	2.09
timing repair buffer	187	29.6
multi-input combinational	389	40.7
clock buffer	5	1.10
inverter	41	2.45
sequential	48	22.9
[flip-flops by register name, indices dropped and copies added (netlist names)]
register / count
PC: 16
MAR: 16
dPC: 16
[cells by family (layout without fill, tap and decap cells)]
family	Yosys count	after routing	share of synthesized area (%)
buf+inv	80	236	8.50
xor+xnor	18	18	3.63
fa+ha+maj	25	25	7.90
other cells	1	8	0.0864
simple gates	160	160	17.1
flops	48	48	33.2
compound gates	146	146	22.1
mux	32	32	7.49
[critical path, cell delays in order]
cell	delay [ns]
clkdlybuf4s50_1	0.89
buf_4	0.34
or3_1	0.29
o22ai_1	0.13
a221oi_1	0.37
inv_1	0.11
fa_1	0.45
fa_1	0.43
nand2b_1	0.18
a21oi_1	0.18
o311a_1	0.27
nand2b_1	0.18
a31oi_1	0.13
nor3_1	0.23
clkdlybuf4s50_1	0.49
[report_power, final]
group          internal [mW]  switching (mW)
clock network         0.0978          0.0692
registers              0.246          0.0174
logic                  0.170           0.125
[per-stage QoR]
stage	utilization [%]	total power, mW	setup WS [ns]	instances
global route	75.7	0.766	1.26	778
floorplan	-	0.391	3.27	517
finish	75.7	0.725	1.51	778
detailed placement	74.0	0.560	1.56	770
CTS	75.7	0.727	1.54	778
global placement	74.0	0.553	1.68	770
[cell usage after synthesis, drive strengths merged (3+ instances only)]
| library cell | instances | share of area (%) |
|---|---|---|
| a21o | 7 | 1.2 |
| a21oi | 17 | 2.0 |
| a221oi | 8 | 1.6 |
| a22oi | 3 | 0.52 |
| and2 | 6 | 0.86 |
| and3 | 3 | 0.43 |
| buf | 20 | 3.3 |
| clkbuf | 19 | 1.6 |
| edfxtp | 48 | 33 |
| fa | 4 | 1.8 |
| ha | 21 | 6.1 |
| inv | 41 | 3.5 |
| mux2 | 4 | 1.0 |
| mux2i | 28 | 6.5 |
| nand2 | 64 | 5.5 |
| nand2b | 6 | 0.86 |
| nand3 | 5 | 0.58 |
| nand4 | 6 | 0.86 |
| nor2 | 36 | 3.1 |
| nor2b | 15 | 2.2 |
| nor3 | 10 | 1.2 |
| o211a | 3 | 0.69 |
| o211ai | 4 | 0.69 |
| o21a | 5 | 0.86 |
| o21ai | 56 | 6.5 |
| o21bai | 3 | 0.52 |
| o22ai | 9 | 1.3 |
| o31a | 3 | 0.61 |
| o31ai | 6 | 1.2 |
| or2 | 3 | 0.43 |
| xnor2 | 11 | 2.2 |
| xor2 | 7 | 1.4 |
[final timing paths]
kind	from	to	slack [ns]	cells after the start
min reg2reg	PC[3]	dPC[3]	0.70	2
min	PC[3]	dPC[3]	0.70	2
max	NA_Op[1]	AO[12]	1.51	15
max reg2reg	PC[0]	MAR[10]	7.07	11
Power is estimated from default activity; no workload was simulated.
